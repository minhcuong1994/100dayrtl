[./config.mk]
export PLATFORM = sky130hd
export DESIGN_NAME = dual_port_ram_dual_rate
export DESIGN_NICKNAME = dual_port_ram_dual_rate
export VERILOG_FILES = /design/flow/design.v
export SDC_FILE = /design/flow/constraint.sdc
export NUM_CORES = 4
export LEC_CHECK = 1
export CORE_UTILIZATION = 50
[./constraint.sdc]
current_design dual_port_ram_dual_rate

set clk_period 1.5
set clk_io_pct 0.2

create_clock -name clk0 -period $clk_period [get_ports {clk_a}]
create_clock -name clk1 -period $clk_period [get_ports {clk_b}]

set non_clock_inputs [all_inputs -no_clocks]
set_input_delay [expr $clk_period * $clk_io_pct] -clock clk0 $non_clock_inputs
set_output_delay [expr $clk_period * $clk_io_pct] -clock clk0 [all_outputs]
[./design.v]
parameter dsize = 8; 
parameter dwith = 8;
module single_port_ram (
  input clk, nrst, ce, we, 
  input [dwith-1:0]din, adr,
  output reg [dwith-1 :0]dout);
  reg [dsize-1:0]dram[dwith-1:0];
  initial begin 
    for (int i=0; i<dsize; i++) begin
      dram[i] = {dwith{1'b1}};  
    end
    dout = {dwith{1'b1}};
  end
  always @(posedge clk, negedge nrst) begin
    if(~nrst) begin
      for (int i=0; i<dsize; i++) begin
        dram[i] = {dwith{1'b1}};
      end
      dout = {dwith{1'b1}};
    end
    else if (ce) begin
      if (we) begin
        dram[adr] <= din;
      end
      else begin
        dout <= dram[adr];
      end
    end
  end
endmodule
module dual_port_ram_dual_rate (
  input clk_a, nrst_a, ce_a, we_a, 
  input [dwith-1:0]din_a, adr_a,
  output reg [dwith-1 :0]dout_a,
  input clk_b, nrst_b, ce_b, we_b, 
  input [dwith-1:0]din_b, adr_b,
  output reg [dwith-1 :0]dout_b);
  single_port_ram sram_a(clk_a, nrst_a, ce_a, we_a, din_a, adr_a, dout_a);
  single_port_ram sram_b(clk_b, nrst_b, ce_b, we_b, din_b, adr_b, dout_b);
endmodule
[./run.sh]
#!/bin/bash
# OpenROAD 26Q1-2900-gdf79404cd8, Yosys 0.63+post, stock flow scripts
make -C /OpenROAD-flow-scripts/flow DESIGN_CONFIG=/design/flow/config.mk WORK_HOME=/design/flow/orfs finish
==> summary.txt <==
fresh numbers from the pnr run: Worst Tran Pin Value 0.3666 ns, drt wl/cell 17.72 um, most numerous logic cells after layout dfstp_2 (144), mux2_2 (111), buf_4 (54), mux2i_1 (42), o22ai_1 (21), Rel. slew slack between 70% and 80%, clock skew about 0.0044 ns, CP Capture Type flip-flop, WL final about 14000 um, drt first pass iters 4, most numerous logic cell after layout dfstp_2, routability cong. about 0.84, Initial Util 51.01%, Max FO, Critical Path 8, total number of vias between 4000 and 5000, area grow syn2layout 25.77%, total global-route track usage 22.19%, setup TNS 0 ns, initial drt markers 170, num ports between 50 and 60, status complete, no violations, final hold violation count 0, first-pass GRT wire length 22850 um, YS chip area 6729 sq um, Power Dens Cells 1386 nW/um^2, die boundary height 118.0 um, CP bufs+invs 3, CP arrival 1.72 ns, Post-Syn Instances 481, Finished Layout Cells 774, vias per inst 5.358, MaxCap Viol Count 0, startpoint types input pin, share of cells above drive strength 1 ~67%, IO buf count 44, Finished Core Util approximately 64%, Clock Pin Slew Worst Setup and Hold Paths 0.05 ns, # diodes 0, Peak VDD IR 0.9463 mV, Synth flops 144, # DRC 0, Syn. warnings 2, vias in the first global route approximately 4300, antenna-violating nets left 0, tool warnings 37, CTS tree built, Post-Syn Area 6729 sq um, Die ar. approximately 14000 sq um, RSZ-0062 raised after global routing false, setup violators final 0, worst setup margin 0.03100 ns, highest cell delay on the worst timing path between 0.4 and 0.5 ns, site row count 42, GR Overflow Total 0, Cell Type Count 28, worst hold slack 0.2492 ns, Worst Path Required around 1.8 ns, Finished Cell Area 8463 sq um, slowest CP cell clkdlybuf4s50_1, LEAKAGE about 3.5 nW, logic area 2899 sq um, Critical Path, Cell by Cell clkdlybuf4s50_1 -> buf_6 -> or3_1 -> buf_4 -> mux2_4, core region area 13190 sq um, total power between 10 and 15 mW, dpl cell area approximately 7800 sq um, setup slack after placement -0.4539 ns, DP HPWL 9552 um, Fillers 983, cell family with most CP delay buffers and inverters, syn avg cell area 13.99 sq um, storage element area 3784 sq um, register area share after synthesis 56.23%, largest net degree at the start of global routing 73, DP Cell Count ~740, CP Class in2reg, initial antenna violation count 0, worst hold path class in2async, number of standard cells reported by yosys 481, DIE WIDTH 118.0 um, final max-slew violation count 0, clock sink total 144
[per-layer routing]
layer	global-route usage [%]	routed length, um	share of wire (%)
met1	33.10	6052	44
met4	4.006	283	2.1
met3	3.762	370	2.7
met5	0	0	0
met2	36.54	7008	51
[state kept, by name, indices dropped and copies added, names as in the netlist]
signal	flops
sram_a.dout	8
sram_a.dram	64
sram_b.dout	8
sram_b.dram	64
[synthesized netlist by cell type]
cell type	number	area, sq um
nand3_2	2	20.02
nand2_2	2	12.51
o21ai_0	17	85.08
buf_2	16	80.08
nand3b_4	2	40.04
dfstp_2	144	3784
nor2_1	8	30.03
buf_4	3	22.52
mux2_4	16	240.2
nand2b_1	8	50.05
mux2_2	111	1250
o31ai_1	2	15.01
buf_1	1	3.750
or3_1	6	37.54
clkbuf_1	4	15.01
nand3_1	2	10.01
mux4_2	1	22.52
mux2i_1	42	420.4
o2bb2ai_1	1	8.760
nand2_1	19	71.32
a211oi_1	15	112.6
buf_6	1	11.26
o22ai_1	26	162.7
a22o_1	3	26.28
inv_1	2	7.510
nor2_2	12	75.07
nor3b_1	13	97.59
o32ai_1	2	17.52
[worst register-to-register path, delay by kind of cell, from the launching register on]
kind,cells,cell delay [ns]
AOI/OAI and AO/OA,3,0.59
DFF,1,0.52
muxes,1,0.07
[logic make-up after synthesis]
group	synth area share [%]
multiplexers	28.73
flip-flops	56.23
AND/OR/NAND/NOR	6.601
AND-OR/OR-AND	6.359
buffers and inverters	2.082
[area by class of cell]
type                            count  share of cell area (%)
Timing Repair Buffer              110                   11.84
Multi-Input combinational cell    310                   34.25
Tap cell                          176                   2.602
Inverter                            2                 0.08870
Sequential cell                   144                   44.71
Clock inverter                      6                  0.7096
Clock buffer                       26                   5.795
[timing repair]
item                                   CTS  global route
hold buffers                             0             0
resized                                 32            16
pin swaps                                0             0
endpoints found under the hold margin    0             0
gates cloned                             1             0
setup endpoints to repair              113            85
buffers inserted                         2             0
[where the power goes]
group          switching (mW)  internal (mW)
Combinational           0.774           1.21
Sequential              0.432           5.41
Clock                    1.46           2.44
[path summary, 6_finish.rpt]
| path | startpoint | end | slack [ns] | cells after the start |
|---|---|---|---|---|
| worst max-delay path | adr_a[1] | sram_a.dram[0][0]$_DFFE_PN1P_ | 0.03 | 5 |
| worst min-delay path | nrst_b | sram_b.dram[3][6]$_DFFE_PN1P_ | 0.25 | 2 |
| worst max register to register | sram_a.dram[2][3]$_DFFE_PN1P_ | sram_a.dout[3]$_DFFE_PN1P_ | 0.24 | 4 |
| worst min register to register | sram_a.dout[6]$_DFFE_PN1P_ | sram_a.dout[6]$_DFFE_PN1P_ | 0.47 | 2 |
| max in group clk1 | adr_b[2] | sram_b.dram[1][7]$_DFFE_PN1P_ | 0.19 | 5 |
| max in group asynchronous | nrst_a | sram_a.dram[6][5]$_DFFE_PN1P_ | 1.18 | 2 |
| min in group clk1 | ce_b | sram_b.dout[6]$_DFFE_PN1P_ | 0.43 | 4 |
| min in group clk0 | adr_a[2] | sram_a.dout[2]$_DFFE_PN1P_ | 0.45 | 4 |
No activity file was given, so power comes from the tool's default toggle rates.
