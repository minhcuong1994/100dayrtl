**run.sh**
```bash
#!/bin/bash
# OpenROAD 26Q1-2900-gdf79404cd8, Yosys 0.63+post, stock flow scripts
make -C /OpenROAD-flow-scripts/flow DESIGN_CONFIG=/design/flow/config.mk WORK_HOME=/design/flow/orfs finish
```
**config.mk**
```make
export PLATFORM = sky130hd
export DESIGN_NAME = apb_slave
export DESIGN_NICKNAME = apb_slave
export VERILOG_FILES = /design/flow/design.v
export SDC_FILE = /design/flow/constraint.sdc
export NUM_CORES = 4
export LEC_CHECK = 1
export CORE_UTILIZATION = 30
```
**constraint.sdc**
```tcl
current_design apb_slave

set clk_period 5.2
set clk_io_pct 0.2

create_clock -name clk0 -period $clk_period [get_ports {PCLK}]

set non_clock_inputs [all_inputs -no_clocks]
set_input_delay [expr $clk_period * $clk_io_pct] -clock clk0 $non_clock_inputs
set_output_delay [expr $clk_period * $clk_io_pct] -clock clk0 [all_outputs]
```
**design.v**
```verilog
module apb_slave (
  input wire PCLK, PRESETn, PSEL, PENABLE, PWRITE,
  input reg [31:0] PADDR, PWDATA,
  output wire PREADY, 
  output reg [31:0] PRDATA, 
  output reg [63:0] SDATA);
  parameter IDLE = 2'b00, SETUP = 2'b01, ACCESS = 2'b10;
  reg [2:0] current_s, next_s;
  always @(posedge PCLK, negedge PRESETn) begin
    if(!PRESETn) current_s <= IDLE;
    else current_s <= next_s;
  end
  always @ * begin
    case (current_s) 
      IDLE: if(PSEL) next_s = SETUP;
      SETUP: begin
        if(PSEL & PENABLE) next_s = ACCESS;
        else if (PSEL) next_s = SETUP;
        else next_s = IDLE;
      end
      ACCESS: begin
        if (!(PSEL | PENABLE)) next_s = IDLE;
        else if (PSEL & (!PENABLE)) next_s = SETUP;
        else next_s = ACCESS;
      end
      default: next_s = IDLE;
    endcase
  end
  assign PREADY = (current_s == ACCESS) ? 1'b0 : 1'b1; 
  always @ (posedge PCLK, negedge PRESETn) begin
    if(!PRESETn) begin
      PRDATA = 32'd0;
      SDATA = 64'd0;
    end
    else begin
      if ((current_s == ACCESS) & PWRITE) SDATA = {PADDR,PWDATA};
      else if ((current_s == ACCESS) & !PWRITE) PRDATA = PADDR;
    end  
  end
endmodule
```
==> changes_impl.md <==
## Flow update

* CP arrival at 2700 ps
* Clock transition at path regs at 60 ps
* Pre-CTS WS at between 2000 and 2500 ps
* First-pass GRT wire length at ~13 mm
* Wire length on met1 at roughly 3.7 mm
* Total negative slack at 0 ps
* Fin crit share at 0.4761
* WP data required at between 5000 and 6000 ps
* Slew margin rel. at 0.4872
* Initial antenna violation count at 0
* Lkg Pwr at about 2.7 nW
* Max Buffers Root-to-Sink at 2
* Chip Height at 117.0 µm
* Clock Latency Late Sink at 340 ps
* Initial drt markers at 60
* Gate Area at 0.001371 mm²
* Yosys Instances at approximately 220
* PostCTS Resize Cnt at 0
* Share of post-route cells with drive strength above 1 at 0.2967
* Routed Antenna Nets at 0
* Cell type with the largest total area: dfrtp_1
* CTS tree: done
* # IOs at 166
* Detailed Place HPWL at 5.476 mm
* Status: finished, final reports clean
* GP Congestion at 0.7080
* Final core utilization at 0.4724
* Vias per inst at 4.263
* Std cell rows at between 40 and 50
* Hold_buf cts at 0
* Vias at approximately 2.4k
* Startpoint types: input pin
* GRT overflow at 0
* Reg2Reg Depth at 3
* Hold_ws at 497.4 ps
* Slew Limit Fails at 0
* RSZ-0062 raised after global routing: false
* Highest Signal Layer: met4
* WHS Endpoint: PRDATA[18]
* R2R Path End: SDATA[1]
* H-tree levels at 3
* Worst vdd ir at 0.2307 mV
* Largest cells by area after synthesis: dfrtp_1 (62%), mux2_4 (23%), mux2_2 (9.7%)
* Area Overhead vs Synth at 52.15%
* Die width at between 100 and 150 µm
* Synthesized area at about 0.0040 mm²
* Ys Warns at 1
* DR WL met2 at roughly 3.6 mm
* Log Warnings at 25
* Chip area at 0.01368 mm²
* First-pass detailed-route iteration total at 3
* Root buffer cell: clkbuf_16
* Num CTS Buffers at 9
* Antenna fix cells at 0
* WL/cell at 14.60 µm
* CP Class: in2reg
* Cell Type Count at 16
* Worst hold path type: reg2reg
* Reg2reg start: current_s[1]
* Largest net degree at the start of global routing at 54
* Clock skew at 3.423 ps
* Worst hold stages at 1
* HP Start: PRDATA[18]
* Clock period minus worst slack at 2476 ps
* Core Region at 0.01277 mm²
* Total Wirelength at 8.222 mm
* Worst setup EP type: flip-flop
* Post-CTS setup buffer count at 0
* Sequential cell area at 0.002482 mm²
* Final WS setup at 2724 ps
* Reg2reg setup slack at around 3500 ps
* IO buf count at 165
* Synth flops at ~100
* Cells after Synth at around 220
* Yosys stat chip area at slightly below 0.004 mm²
* Least-Margin Pin Slew at 769.2 ps
* # setup viols final at 0
* Fmax at ~0.4 GHz
* Init Core Util at 0.3105
* Count of unclocked register or latch pins at 2
* Power per cell area at 299.0 mW/mm²
* Max-cap viol count at 0
* DRC Markers at 0
* Synth Area per Inst at 18.36 µm²
* FILL cells at 1108
* Tot Pwr at 1.804 mW
* Crit path max fanout at 42
* Final Hold Fails at 0
* Vias in the first global route at 2457
* Total track usage at 0.1235
* Met3 WL at 811 µm
* Yosys top cell area share at 0.6183
* Number of unconstrained endpoints at 4
-- stage by stage --
stage               std cells  area (µm²)
floorplan                 216        3966
global placement          547        5752
detailed placement        547        5752
CTS                       563        6035
global route              563        6035
finish                    563        6035
-- cells in the mapped netlist, drive strengths merged --
library cell / number
mux2: 96
inv: 1
o22ai: 1
nor2: 1
nand3b: 2
a21boi: 1
dlxtn: 2
dfrtp: 98
nand2b: 2
buf: 10
nor3: 1
a21oi: 1
-- worst max path at each step --
| stage | endpoint | start | cells after the start |
|---|---|---|---|
| after global routing | SDATA[2] | PWRITE | 4 |
| final | SDATA[1] | PWRITE | 4 |
| after CTS | PREADY | current_s[0] | 2 |
-- placed cells by master, fill, tap and decap left out --
| master | netlist | layout |
|---|---|---|
| nand2b_1 | 1 | 1 |
| a21oi_1 | 1 | 1 |
| clkinvlp_4 | 0 | 1 |
| dfrtp_1 | 98 | 98 |
| mux2_1 | 2 | 2 |
| clkbuf_1 | 0 | 1 |
| nand2b_2 | 1 | 1 |
| clkdlybuf4s50_1 | 0 | 164 |
| nand3b_1 | 2 | 2 |
| inv_1 | 1 | 1 |
| clkbuf_16 | 0 | 9 |
| mux2_2 | 34 | 34 |
| nor3_1 | 1 | 1 |
| a21boi_0 | 1 | 1 |
| clkbuf_8 | 0 | 2 |
| clkinv_4 | 0 | 1 |
| o22ai_1 | 1 | 1 |
| buf_4 | 1 | 5 |
| clkinv_2 | 0 | 2 |
| dlxtn_1 | 2 | 2 |
| nor2_4 | 1 | 1 |
| mux2_4 | 60 | 60 |
-- cells by family after synthesis --
group,count (synthesis),synth area share
muxes,96,0.3293
AOI/OAI and AO/OA,3,0.004732
DFF,98,0.6183
and+or+nand+nor,6,0.01167
latches,2,0.007571
buffers and inverters,11,0.02839
-- worst max-delay path: stages --
cell and delay (ps):
clkdlybuf4s50_1 470, nand3b_1 130, buf_4 610, mux2_2 410
-- final cells by class --
type	count	area share
inverter	1	0.0006220
multi-input combinational	105	0.2272
sequential	100	0.4114
clock buffer	12	0.04250
clock inverter	4	0.004354
tap	172	0.03566
timing repair buffer	169	0.2782
-- power by group --
part           internal, mW  switching [mW]  leakage [nW]
clock                 0.350           0.277         0.139
sequential            0.838          0.0407          1.21
combinational         0.243          0.0558          1.39
total                  1.43           0.374          2.74
-- routing by layer --
metal  global-route usage  up-vias
met2               0.1897      102
li1                     -     1098
met3              0.04877        6
met1               0.1775     1194
met5                    0        -
met4              0.01097        0
-- state kept, by name, summed over array words and instances (netlist names) --
register,flops
next_s,2
SDATA,64
current_s,2
PRDATA,32
Power figures rest on the tool's default switching activity, not on a simulated workload.
