==> /design/flow/run.sh <==
#!/bin/bash
# OpenROAD 26Q1-2900-gdf79404cd8, Yosys 0.63+post, stock flow scripts
make -C /OpenROAD-flow-scripts/flow DESIGN_CONFIG=/design/flow/config.mk WORK_HOME=/design/flow/orfs finish
==> /design/flow/config.mk <==
export PLATFORM = sky130hd
export DESIGN_NAME = async_fifo
export DESIGN_NICKNAME = async_fifo
export VERILOG_FILES = /design/flow/design.v
export SDC_FILE = /design/flow/constraint.sdc
export NUM_CORES = 4
export LEC_CHECK = 1
export CORE_UTILIZATION = 40
==> /design/flow/constraint.sdc <==
current_design async_fifo

set clk_period 4.7
set clk_io_pct 0.2

create_clock -name clk0 -period $clk_period [get_ports {rclk}]
create_clock -name clk1 -period $clk_period [get_ports {wclk}]

set non_clock_inputs [all_inputs -no_clocks]
set_input_delay [expr $clk_period * $clk_io_pct] -clock clk0 $non_clock_inputs
set_output_delay [expr $clk_period * $clk_io_pct] -clock clk0 [all_outputs]
==> /design/flow/design.v <==
module sync_2ff #(parameter ps=4) (
  input nrst, clk,
  input reg [ps:0]ptr,
  output reg [ps:0]q2_ptr);
  reg [ps:0]q1_ptr;
  always_ff @(posedge clk, negedge nrst) begin
    if(~nrst) begin
      q1_ptr <= '0;
      q2_ptr <= '0;
    end
    else begin
      q1_ptr <= ptr;
      q2_ptr <= q1_ptr;
    end
  end
endmodule
module read_empty_handler #(parameter ps=4) (
  input rclk, rrst_n, rinc,
  input [ps:0]rq2_wptr,
  output reg rempty,
  output reg [ps:0]rptr,
  output [ps-1:0]raddr);
  reg [ps:0]b_rptr;
  wire [ps:0]b_rptr_next, g_rptr_next;
  logic rempty_t;
  always_ff @(posedge rclk, negedge rrst_n) begin
    if (!rrst_n) begin 
      rempty <= 1'b1; 
      b_rptr <= '0;  
      rptr <= '0;  
    end
    else begin   
      rempty <= rempty_t;  
      b_rptr <= b_rptr_next;  
      rptr <= g_rptr_next;  
    end   
  end 
  assign raddr = b_rptr[ps-1:0];
  assign b_rptr_next = b_rptr + (!rempty & rinc);
  assign g_rptr_next = (b_rptr_next>>1) ^ b_rptr_next;
  assign rempty_t = (g_rptr_next == rq2_wptr);
endmodule
module write_full_handler #(parameter ps=4) (
  input wclk, wrst_n, winc,
  input [ps:0]wq2_rptr,
  output reg wfull,
  output reg [ps:0]wptr,
  output [ps-1:0]waddr);
  reg [ps:0]b_wptr;  
  wire [ps:0]b_wptr_next, g_wptr_next;
  logic wfull_t;
  always_ff @(posedge wclk, negedge wrst_n) begin
    if (!wrst_n) begin
      b_wptr <= '0;
      wptr <= '0;
      wfull <= 1'b0;
    end
    else begin
      b_wptr <= b_wptr_next;
      wptr <= g_wptr_next;
      wfull <= wfull_t;
    end
  end
  assign waddr = b_wptr[ps-1:0];
  assign b_wptr_next = b_wptr + (winc & !wfull);
  assign g_wptr_next = (b_wptr_next>>1) ^ b_wptr_next;
  assign wfull_t = (g_wptr_next == {~wq2_rptr[ps:ps-1], wq2_rptr[ps-2:0]});
endmodule
module fifo_memory #(parameter dw=8, ps=4) (
  input wclk, wren,  
  input [dw-1:0]wdata, 
  input [ps-1:0]waddr, raddr,
  output reg [dw-1:0]rdata);
  parameter ms = 1<<ps;  
  logic [dw-1:0]fifo[ms-1:0];
  always_ff @(posedge wclk) begin
    if (wren) fifo[waddr] <= wdata;  
  end
  assign  rdata = fifo[raddr];
endmodule
module async_fifo #(parameter dw=8, ps=4) (
  input wclk, wrst_n, winc, 
  input [dw-1:0]wdata,
  input rclk, rrst_n, rinc,
  output logic wfull, rempty, 
  output reg [dw-1:0]rdata);
  reg [ps:0]wptr, rptr, wq2_rptr, rq2_wptr;
  reg [ps-1:0]waddr, raddr;
  logic wren;    
  assign wren = !wfull & winc;
  sync_2ff w2r(rrst_n, rclk, wptr, rq2_wptr);
  sync_2ff r2w(wrst_n, wclk, rptr, wq2_rptr);
  write_full_handler wr_hanler(.*);
  read_empty_handler rd_handler(.*);
  fifo_memory fifo_m(.*);
endmodule
==> reports/qor.txt <==
Post-Route Hold Slack: 216.6 ps
top cell type by instance count after synthesis: edfxtp_1
clock tree sinks: 168
count of cells resized by post-cts repair: 0
switching share of power: 28.11%
core area: 15430 um^2
Final Max Tran Viols: 0
mean instance size in the synthesized netlist: 20.05 um^2
number of top-level pins: 24
total of warnings raised by yosys: 5
drt pass-1 iters: 4
fraction of registers with async set or reset after synthesis: 23.81%
tally of buffers added on design ports: 22
global-route wire length before repair: 18440 um
chip area: 16550 um^2
routed wire length per instance: 19.43 um
WP data required: 3760 ps
transition time of the tightest slew-check pin: 940.4 ps
setup skew after layout: 9.195 ps
ordered list of cells on the worst path: buf_4 -> mux4_2 -> a22oi_1 -> nand2_1 -> clkdlybuf4s50_1
via count normalized by instance count: 5.056
CTS clk-pin slew, worst paths: 50 ps
number of global-route vias before repair: 3354
top post-synthesis cells by count: edfxtp_1, dfrtp_1, mux4_2
part of the power in the clock network: 30.0%
# rows: 45
Critical Path Slowest Stage Cell: mux4_2
final wirelength: 11500 um
run status: completed
total inserted antenna cells: 0
Fillers: 1241
DR DRC count: 0
die x size: 128.7 um
Register-to-Register Path Depth: 7
worst stage delay on the critical path: 560 ps
Endpoint, Worst Hold: r2w.q1_ptr[2]
relative slew slack: 37.07%
area share of the leading cell type in the synthesized netlist: 59.91%
kind of start point of the critical path: flop
cell area power density: 661.9 nW/um^2
Synth Cell Area: 6416 um^2
largest net degree at the start of global routing: 36
start point of the worst min-delay path: rd_handler.rptr[2]
effective utilization at floorplan: 41.59%
worst vdd rail ir drop: 0.0002717 V
Hold/Removal Path Class: flop to flop
internal power: 0.003647 W
Crit path arrival time: 2430 ps
final total power: 0.005073 W
synth unique cells: 34
FF-to-FF Start: rd_handler.b_rptr[0]
type of destination of the critical path: output pin
Final ANT Viol Nets: 0
power spent charging and discharging nets: 0.001426 W
share of total power in sequential cells: 41.0%
gpl congestion: 0.8045
signed area change from the synthesized netlist to the final layout: 19.46%
Worst R2R End: rd_handler.rempty
first-iteration detailed-routing DRC count: 164
prevailing post-synth register cell: edfxtp_1
stage-log warning count: 27
unrepaired setup endpoints after global routing: false
CP max FO: 16
post-CTS setup buffers: 0
die outline height: 128.7 um
number of enable-type register cells in the synthesized netlist: 128
Global Route Usage Sum: 16.82%
power share of the combinational group: 29.0%
flop-to-flop setup slack: 2140 ps
share of cells above drive strength 1: 24.15%
FF+latch count, synth: 168
initial antenna violation count: 0
maxcap violations: 0
overall overflow remaining after global route: 0
yosys stat cell total: 320
ranking of synthesized cells by area: edfxtp_1, dfrtp_1, mux4_2
number of cells produced by synthesis: 320
path type of the worst setup path: flop to output pin
Hold Vio Cnt, Final: 0
Finish-stage setup viols: 0
share of synthesized area occupied by flip-flops and latches: 75.53%
clock tree from TritonCTS: built
detailed-placement wirelength estimate: 7375 um
cell taking the most area after synthesis: edfxtp_1
yosys synthesis chip area: 6416 um^2
Leakage: 2.668 nW
number of hold buffers added after cts: 0
routed vias: 2993
number of cells traversed by the worst hold path: 0
accumulated negative setup slack: 0 ps
-- per-stage QoR --
stage / setup WS (ps) / utilization (%) / std cells / cell area, um^2
finish: 1334 / 49.68 / 592 / 7665
detailed placement: 1353 / 45.10 / 556 / 6958
floorplan: 1975 / - / 320 / 6416
global route: 1060 / 49.68 / 592 / 7665
global placement: 1406 / 45.10 / 556 / 6958
CTS: 1258 / 49.68 / 592 / 7665
-- routing by layer --
| metal | track usage, % | part of all wire, % |
|---|---|---|
| met5 | 0 | 0 |
| met4 | 2.561 | 1.7 |
| met3 | 11.35 | 12 |
| met2 | 23.66 | 47 |
| met1 | 23.95 | 39 |
-- area by class of cell --
class                      instances  area (um^2)  share of cell area, %
timing repair buffer              41        362.8                  4.734
inverter                           1        3.754                0.04897
multi-input combinational        135         1480                  19.31
clock inverter                     3        21.27                 0.2775
clock buffer                      33        685.7                  8.945
tap                              211        264.0                  3.444
sequential                       168         4847                  63.24
-- cell families (layout without fill, tap and decap cells) --
| kind of cell | Yosys count | in the layout | share of synthesized area (%) |
|---|---|---|---|
| buf+inv | 17 | 78 | 1.404 |
| simple gates | 53 | 53 | 4.134 |
| compound gates | 19 | 19 | 2.555 |
| flops | 168 | 168 | 75.53 |
| fa+ha+maj | 5 | 5 | 0.9750 |
| xor+xnor | 26 | 26 | 4.173 |
| mux | 32 | 32 | 11.23 |
-- worst max path at each step --
stage / startpoint / to / slack [ps] / cells after the start
finish: rd_handler.b_rptr[0] / rdata[0] / 1330 / 5
global route: rd_handler.b_rptr[2] / rdata[5] / 1060 / 4
CTS: rd_handler.b_rptr[0] / rdata[0] / 1260 / 5
-- sequential cells by signal, summed over array words and instances (netlist names) --
signal / count
wr_hanler.wptr: 5
r2w.q1_ptr: 5
w2r.q2_ptr: 5
wr_hanler.wfull: 1
fifo_m.fifo: 128
wr_hanler.b_wptr: 4
rd_handler.b_rptr: 4
r2w.q2_ptr: 5
w2r.q1_ptr: 5
rd_handler.rptr: 5
rd_handler.rempty: 1
-- layout by cell type, fill, tap and decap left out, types with 8 or more instances in the layout --
| master | synthesis | final |
|---|---|---|
| mux4_2 | 32 | 32 |
| nor2_1 | 13 | 13 |
| clkbuf_16 | 0 | 25 |
| dfrtp_1 | 39 | 38 |
| a22oi_1 | 16 | 16 |
| edfxtp_1 | 128 | 128 |
| nand2_1 | 13 | 13 |
| clkdlybuf4s50_1 | 0 | 22 |
| buf_4 | 1 | 19 |
| xnor2_1 | 8 | 8 |
| xor2_1 | 15 | 15 |
-- power by group through the flow --
stage     Clock (W)  Combinational, W  Sequential [W]
6_report    0.00152           0.00147         0.00208
5_1_grt     0.00163           0.00163         0.00212
4_1_cts     0.00156           0.00151         0.00208
-- critical path: cells and delay by family, from the launching register on --
| family | cells | cell delay [ps] |
|---|---|---|
| flip-flops | 1 | 490 |
| AND/OR/NAND/NOR | 1 | 80 |
| AND-OR/OR-AND | 1 | 230 |
| multiplexers | 1 | 560 |
| buffers and inverters | 2 | 800 |
Power is estimated from default activity; no workload was simulated.
